==> flow/design.v <==
module shift_left(input  logic [7:0] a, b,
                  output logic [7:0] y);
  assign y = a << b;
endmodule
module shift_right(input  logic [7:0] a, b,
                   output logic [7:0] y);
  assign y = a >> b;
endmodule
module and8(input logic[7:0] a, b,
            output logic[7:0] y);
  assign y = a & b;
endmodule
module or8(input  logic [7:0] a, b,
           output logic [7:0] y);
  assign y = a | b;
endmodule
module xor8(input  logic [7:0] a, b,
            output logic [7:0] y);
  assign y = a ^ b;
endmodule
module not8(input  logic [7:0] a, b,
            output logic [7:0] y);
  assign y = ~a;
endmodule
module counter6 (input  logic clock,
                 input  logic reset,
                 output logic [5: 0] q);
  always_ff @(posedge clock or posedge reset) 
    if (reset) q <= 0;
    else       q <= q + 1;
endmodule
module ROM(input  logic [5:0] address,
           output reg [18:0] databits);
  always_comb
    case (address)
      6'b000000: databits = 19'h1A3B2;
      6'b000001: databits = 19'h94D7F;
      6'b000010: databits = 19'h5E61A;
      6'b000011: databits = 19'h719F5;
      6'b000100: databits = 19'h3C8E2;
      6'b000101: databits = 19'h88249;
      6'b000110: databits = 19'h4B910;
      6'b000111: databits = 19'h127BC;
      6'b001000: databits = 19'h9F34D;
      6'b001001: databits = 19'h5A6F9;
      6'b001010: databits = 19'h78D51;
      6'b001011: databits = 19'h60398;
      6'b001100: databits = 19'h23E06;
      6'b001101: databits = 19'h1FAA2;
      6'b001110: databits = 19'h4D19C;
      6'b001111: databits = 19'h8E851;
      6'b010000: databits = 19'h79B3A;
      6'b010001: databits = 19'h2C4B6;
      6'b010010: databits = 19'h596D3;
      6'b010011: databits = 19'h41A5E;
      6'b010100: databits = 19'h8F9F8;
      6'b010101: databits = 19'h9B060;
      6'b010110: databits = 19'h6E741;
      6'b010111: databits = 19'h3D81F;
      6'b011000: databits = 19'h51C4B;
      6'b011001: databits = 19'h48810;
      6'b011010: databits = 19'h7A937;
      6'b011011: databits = 19'h5B8A5;
      6'b011100: databits = 19'h17FCE;
      6'b011101: databits = 19'h3641B;
      6'b011110: databits = 19'h912ED;
      6'b011111: databits = 19'h2F35A;
      6'b100000: databits = 19'h4A6E1;
      6'b100001: databits = 19'h3859D;
      6'b100010: databits = 19'h26832;
      6'b100011: databits = 19'h6CABF;
      6'b100100: databits = 19'h452D4;
      6'b100101: databits = 19'h98F61;
      6'b100110: databits = 19'h570A6;
      6'b100111: databits = 19'h8158D;
      6'b101000: databits = 19'h9C639;
      6'b101001: databits = 19'h5D1F7;
      6'b101010: databits = 19'h832B9;
      6'b101011: databits = 19'h7DCEF;
      6'b101100: databits = 19'h679A5;
      6'b101101: databits = 19'h34BDE;
      6'b101110: databits = 19'h48753;
      6'b101111: databits = 19'h295E4;
      6'b110000: databits = 19'h1C6BA;
      6'b110001: databits = 19'h4F8C2;
      6'b110010: databits = 19'h31E57;
      6'b110011: databits = 19'h6698F;
      6'b110100: databits = 19'h98A1D;
      6'b110101: databits = 19'h4C27E;
      6'b110110: databits = 19'h7B359;
      6'b110111: databits = 19'h5F8E4;
      6'b111000: databits = 19'h2A4D7;
      6'b111001: databits = 19'h799E6;
      6'b111010: databits = 19'h6C93D;
      6'b111011: databits = 19'h489AF;
      6'b111100: databits = 19'h540CE;
      6'b111101: databits = 19'h8BF16;
      6'b111110: databits = 19'h41359;
      6'b111111: databits = 19'h6E72A;
    endcase
endmodule
module prefix1bit(input  logic a, b,
                  output logic g, p);
  assign g = (a & b);
  assign p = (a | b);
endmodule
module prefix2bit(input  logic [1:0] a, b,
                  output logic gi, pi);
  logic leftgen, rightgen, leftpro, rightpro;
  prefix1bit gpleft(a[1], b[1], leftgen, leftpro);
  prefix1bit gpright(a[0], b[0], rightgen, rightpro);
  assign gi = leftgen | (leftpro & rightgen);
  assign pi = leftpro & rightpro;
endmodule
module prefix4bit(input  logic [3:0] a, b,
                  output logic gi, pi);
  logic leftgen, leftpro, rightgen, rightpro;
  prefix2bit gpleft(a[3:2], b[3:2], leftgen, leftpro);
  prefix2bit gpright(a[1:0], b[1:0], rightgen, rightpro);
  assign gi = leftgen | (leftpro & rightgen);
  assign pi = leftpro & rightpro;
endmodule
module prefix8bit(input  logic [7:0] a, b,
                  output logic gi, pi);
  logic leftgen, leftpro, rightgen, rightpro;
  prefix4bit gp8_left(a[7:4], b[7:4], leftgen, leftpro);
  prefix4bit gp8_right(a[3:0], b[3:0], rightgen, rightpro);
  assign gi = leftgen | (leftpro & rightgen);
  assign pi = leftpro & rightpro;
endmodule
module prefixadder8(input  logic [7:0] a, b,
                    input  logic [0:0] cin,
                    output logic [7:0] s);
  logic [6:0] g, p;
  logic [3:0] g_2, p_2;
  logic [3:0] g_4, p_4;
  logic [3:0] g_8, p_8;
  logic [7:0] a8_cin, b8_cin;
  logic [3:0] a4_cin, b4_cin;
  logic [1:0] a2_cin, b2_cin;
  assign a8_cin = {a[6:0], cin};
  assign b8_cin = {b[6:0], 1'b0};
  assign a4_cin = {a[2:0], cin};
  assign b4_cin = {b[2:0], 1'b0};
  assign a2_cin = {a[0], cin};
  assign b2_cin = {b[0], 1'b0};
  prefix1bit p1_0(a[0], b[0], g[0], p[0]);
  prefix1bit p1_1(a[1], b[1], g[1], p[1]);
  prefix1bit p1_2(a[2], b[2], g[2], p[2]);
  prefix1bit p1_3(a[3], b[3], g[3], p[3]);
  prefix1bit p1_4(a[4], b[4], g[4], p[4]);
  prefix1bit p1_5(a[5], b[5], g[5], p[5]);
  prefix1bit p1_6(a[6], b[6], g[6], p[6]);
  prefix8bit block8(a8_cin, b8_cin, g_8[3], p_8[3]);
  prefix4bit block4_L(a[6:3], b[6:3], g_4[3], p_4[3]);
  prefix2bit block2_LL(a[6:5], b[6:5], g_2[3], p_2[3]);
  prefix2bit block2_LR(a[4:3], b[4:3], g_2[2], p_2[2]);
  prefix4bit block4_R(a4_cin, b4_cin, g_4[1], p_4[1]);
  prefix2bit block2_RL(a[2:1], b[2:1], g_2[1], p_2[1]);
  prefix2bit block2_RR(a2_cin, b2_cin, g_2[0], p_2[0]);
  assign g_4[2] = g[5] | (p[5] & g_2[2]);
  assign p_4[2] = p[5] & p_2[2];
  assign g_4[0] = g[1] | (p[1] & g_2[0]);
  assign g_8[2] = g_4[2] | (p_4[2] & g_4[1]);
  assign p_8[2] = p_4[2] & p_4[1];
  assign g_8[1] = g_2[2] | (p_2[2] & g_4[1]);
  assign p_8[1] = p_2[2] & p_4[1];
  assign g_8[0] = g[3] | (p[3] & g_4[1]);
  assign s[7] = (a[7] ^ b[7]) ^ g_8[3];
  assign s[6] = (a[6] ^ b[6]) ^ g_8[2];
  assign s[5] = (a[5] ^ b[5]) ^ g_8[1];
  assign s[4] = (a[4] ^ b[4]) ^ g_8[0];
  assign s[3] = (a[3] ^ b[3]) ^ g_4[1];
  assign s[2] = (a[2] ^ b[2]) ^ g_4[0];
  assign s[1] = (a[1] ^ b[1]) ^ g_2[0];
  assign s[0] = (a[0] ^ b[0]) ^ cin;
endmodule
module splitter(input  logic [18:0] data,
                output logic [2:0] sel,
                output logic [7:0] inmA, inmB);
  assign sel = data [18:16];
  assign inmA = data [15:8];
  assign inmB = data [7:0];
endmodule
module ALU_main(input  logic [7:0] inm_A, inm_B,
           input  logic [2:0] select,
           output logic [7:0] result);
  logic [7:0] sum_result, sub_result, bleft, bright, and_res, or_res, xor_res, invA, invB;
  logic cin = 0;
  prefixadder8 sum(inm_A, inm_B, cin, sum_result);
  not8 invert_sub(inm_B, inm_A, invB);
  prefixadder8 sub(inm_A, (~inm_B + 1'b1), cin, sub_result);
  shift_left shift_L(inm_A, inm_B, bleft);
  shift_right shift_R(inm_A, inm_B, bright);
  and8 comp(inm_A, inm_B, and_res);
  or8 dis(inm_A, inm_B, or_res);
  xor8 exc(inm_A, inm_B, xor_res);
  not8 invertA(inm_A, inm_B, invA);
  always_comb
    casex (select [2:0])
      3'b000: result = sum_result;
      3'b001: result = sub_result;
      3'b010: result = bleft;
      3'b011: result = bright;
      3'b100: result = and_res;
      3'b101: result = or_res;
      3'b110: result = xor_res;
      3'b111: result = invA;
    endcase
endmodule
module main(input  logic clock,reset,
            output logic [7:0] result, inmediato_A, inmediato_B,
            output logic [2:0] select,
            output logic [18:0] databits);
  logic [5:0] address;
  counter6 count(clock, reset, address);
  ROM datarom(address, databits);
  splitter split(databits, select, inmediato_A, inmediato_B);
  ALU_main ALU(inmediato_A, inmediato_B, select, result);
endmodule
==> flow/run.sh <==
#!/bin/bash
# OpenROAD 26Q1-2900-gdf79404cd8, Yosys 0.63+post, stock flow scripts
make -C /OpenROAD-flow-scripts/flow DESIGN_CONFIG=/design/flow/config.mk WORK_HOME=/design/flow/orfs finish
==> flow/config.mk <==
export PLATFORM = sky130hd
export DESIGN_NAME = main
export DESIGN_NICKNAME = main
export VERILOG_FILES = /design/flow/design.v
export SDC_FILE = /design/flow/constraint.sdc
export NUM_CORES = 4
export LEC_CHECK = 1
export CORE_UTILIZATION = 30
==> flow/constraint.sdc <==
current_design main

set clk_period 6.3
set clk_io_pct 0.2

create_clock -name clk0 -period $clk_period [get_ports {clock}]

set non_clock_inputs [all_inputs -no_clocks]
set_input_delay [expr $clk_period * $clk_io_pct] -clock clk0 $non_clock_inputs
set_output_delay [expr $clk_period * $clk_io_pct] -clock clk0 [all_outputs]
==> flow_summary.toml <==
# physical design summary
[grt]
grt_use_total_pct = 24.9
grt_pass1_vias = 4662
grt_max_degree = 52
grt_first_pass_wirelength_mm = 27.8
grt_overflow = 0
grt_antenna_before_repair = 0

[sta]
fin_ws_ns = 0.200
period_needed_ns = 6.10
setup_viol = 0
hold_viol_final = 0
fmax_ghz = 0.164
relSlewSlack_pct = 59.7
drv_slew = 0
fin_tns_setup_ns = 0
worst_pin_slew_ns = 0.605
fin_skew_ns = 0.00120
finalCritPeriodShare_pct = 96.8
rsz0062_at_grt = "no"

[route]
viasPerCell = 6.06
antennaDiodeCount = 0
ant_nets = 0
routed_wl_mm = 18.3
wl_per_cell_um = 22.0
route.detailed.drc = 0
firstDrtPassIters = 5
first_iter_violations = 515
vias = 5046

[placement]
gp_congestion = 0.972
preCtsSetupSlack_ns = 0.139
portBuffers = 47
hpwl_mm = 13.9

[hold_path]
hp-class = "reg2reg"

[power_and_ir_drop]
peakVddDrop_mv = 0.107
netSwitchingFraction_pct = 14.5
internal-power_w = 0.000121
cellLeakagePower_nw = 2.13
pwr-share-clk_pct = 71.5
power_density_nw_per_um2 = 27.4
p_comb_share_pct = 1.0
seqPwrFrac_pct = 27.5
switching_power_w = 0.0000204

[synthesis]
yosys_area_um2 = 4390
synthArstFlopShare_pct = 100
synth_cells = 625
synth_top_area_share_pct = 13.7
edf_count = 0
postSynthSeqShare_pct = 3.42
ys_types = 83
yosysMostFrequentCell = "a21oi_1"
yosys_warnings = 16
area_leaders = "ha_1 14%, buf_4 6.8%, a21oi_1 5.7%"
yosys_cells = 625
syn_area_um2 = 4390
synth_top_flop_cell = "dfrtp_1"
ys.flops = 6
syn_avg_cell_area_um2 = 7.02
synth_top_cell_by_area = "ha_1"
yosys-top-cells-count = "50 x a21oi_1, 48 x ha_1, 47 x nand2_1"

[critical_path]
r2r_end = "count.q[5]"
path_cells = "inv_1, ha_1, buf_4, nor2b_1, o31ai_1, a221oi_1, a41o_1, buf_4, nand4_1, and2_1, ha_1, or3_1, a21oi_1, o21ba_2, o21ba_2, o21ai_0, and4b_1, o32a_1, clkdlybuf4s50_1"
worstPathMaxFanout = 10
max_stage_delay_ns = 0.45
start_kind = "flop"
r2r-start = "count.q[4]"
worstPathBufferInverterCount = 4
required_ns = 5.04
crit_family = "AND-OR/OR-AND gates"
crit_path_end = "result[7]"
cp.arrival_ns = 4.84
crit_slowest_cell = "nor2b_1"
rr_worst_depth = 4
worst_setup_path_end_kind = "primary output"
r2r_slack_ns = 4.61
critical_path_class = "reg2out"
startpoint = "count.q[0]"
worst-path-stages = 19

[clock_tree]
h-tree-depth = 1
cts_root_buf = "clkbuf_16"
cts_tree = "yes"
cts_buffer_depth = 2
cts_sinks = 6
ctsHoldBuffers = 0
cts_buffers = 3
cts.clk_slew.worst_paths_ns = 0.03
insertion_delay_ns = 0.23

[status]
status = "completed"

[die]
die_w_um = 123
io_pins = 48
coreArea_um2 = 14100
fp_util_pct = 31.1
num_rows = 43
dieArea_um2 = 15100
die_h_um = 123

[final_layout]
largest_register = "count.q"
ff_latch_area_um2 = 154
n_fill_cell = 1530
reg.largest.list = "count.q: 6 flops"
drive_gt1_share_pct = 15.8
largest_reg_flops = 6
syn_to_final_growth_pct = 17.4
combGateArea_um2 = 3650

[job]
max-cap-violations = 0
warnings = 55
## metrics by stage
| step | power [W] | area [um2] | utilization (%) | hold slack (ns) | std cells |
|---|---|---|---|---|---|
| floorplan | 0.0000399 | 4390 | - | 0.740 | 625 |
| global route | 0.000147 | 5150 | 36.5 | 0.648 | 832 |
| global placement | 0.0000406 | 5020 | 35.6 | 0.533 | 828 |
| detailed placement | 0.0000406 | 5020 | 35.6 | 0.543 | 828 |
| finish | 0.000141 | 5150 | 36.5 | 0.601 | 832 |
| CTS | 0.000142 | 5110 | 36.2 | 0.553 | 831 |
## layout make-up
| cell class | instances | share of cell area [%] |
|---|---|---|
| flip-flops and latches | 6 | 2.99 |
| multi-input cells | 499 | 70.8 |
| clock buffers | 3 | 1.46 |
| well taps | 180 | 4.37 |
| repair buffers | 102 | 17.3 |
| inverters | 42 | 3.06 |
## logic make-up after synthesis
family | Yosys count | share of synthesized area, %
AOI/OAI and AO/OA | 212 | 34.6
xor gates and xnor gates | 17 | 3.39
adders and majority gates | 51 | 15.1
buffers and inverters | 120 | 14.4
DFF | 6 | 3.42
muxes | 18 | 4.85
and+or+nand+nor | 201 | 24.2
## layout by cell type, fill, tap and decap left out, drive strengths merged, types with 16 or more instances in the layout
master / count
o21ai: 32
nand3: 21
inv: 39
clkdlybuf4s50: 47
nand2: 47
buf: 55
nor3: 17
ha: 48
nor2: 40
nand2b: 16
a21oi: 52
## power groups by stage
stage / combinational (W) / clock (W) / sequential (W)
global route: 0.00000161 / 0.000107 / 0.0000388
finish: 0.00000135 / 0.000101 / 0.0000388
CTS: 0.00000138 / 0.000102 / 0.0000388
## timing repair
action                                 CTS  global route
setup endpoints to repair                2             3
gates resized                            4             9
endpoints found under the hold margin    0             0
pin swaps                                0             1
setup buffers                            0             1
## worst min-delay path by stage
stage           from    endpoint  slack, ns  depth (start not counted)
4_1_cts   count.q[0]  count.q[0]       0.55                          1
5_1_grt   count.q[0]  count.q[0]       0.65                          1
6_report  count.q[0]  count.q[0]       0.60                          1
## per-layer routing
metal  vias up  part of all wire (%)  global-route usage, %
li1       2337                     -                      -
met1      2397                    45                   37.4
met2       283                    42                   35.6
met3        29                    10                   6.21
met4         0                   2.0                   5.41
met5         -                     0                      0
Power figures rest on the tool's default switching activity, not on a simulated workload.
